==> design/flow/design.v <==
module HA(
    output C,        
    output S,        
    input a,
    input b
);
    xor(S, a, b);
    and(C, a, b);
endmodule
module FA(output C, output S, input a, input b, input c);
    wire C1, S1, C2, S2;
    HA ha1(C1, S1, a, b);
    HA ha2(C2, S, S1, c);
    or(C, C1, C2);
endmodule
module RCA4(output C4, output[3:0] S, input[3:0] A, B, C, input C0);
    wire C1, C2, C3;     
    FA  fa0(C1, S[0], A[0], B[0], C0),
        fa1(C2, S[1], A[1], B[1], C1),
        fa2(C3, S[2], A[2], B[2], C2),
        fa3(C4, S[3], A[3], B[3], C3);
endmodule
module four_bit_alu(output Cout, output [3:0] S, input [3:0] A, B, input M, Cen);
   wire C0, C1, C2;   
   wire[3:0] T;      
   wire[3:0] N;      
   xor        X0(T[0], M, B[0]),
              X1(T[1], M, B[1]),
              X2(T[2], M, B[2]),
              X3(T[3], M, B[3]);
   and        N0(N[0], Cen, M),
              N1(N[1], Cen, C0),
              N2(N[2], Cen, C1),
              N3(N[3], Cen, C2);
   FA         FA0 (C0,  S[0], A[0], T[0], N[0]),
              FA1 (C1,  S[1], A[1], T[1], N[1]),
              FA2 (C2,  S[2], A[2], T[2], N[1]),
              FA3 (Cout,S[3], A[3], T[3], N[3]);
endmodule
==> design/flow/run.sh <==
#!/bin/bash
# OpenROAD 26Q1-2900-gdf79404cd8, Yosys 0.63+post, stock flow scripts
make -C /OpenROAD-flow-scripts/flow DESIGN_CONFIG=/design/flow/config.mk WORK_HOME=/design/flow/orfs finish
==> design/flow/config.mk <==
export PLATFORM = sky130hd
export DESIGN_NAME = four_bit_alu
export DESIGN_NICKNAME = four_bit_alu
export VERILOG_FILES = /design/flow/design.v
export SDC_FILE = /design/flow/constraint.sdc
export NUM_CORES = 4
export LEC_CHECK = 1
export CORE_AREA = 10 10 70 70
export DIE_AREA = 0 0 80 80
==> design/flow/constraint.sdc <==
current_design four_bit_alu

set clk_period 2.4
set clk_io_pct 0.2

create_clock -name clk0 -period $clk_period

set non_clock_inputs [all_inputs -no_clocks]
set_input_delay [expr $clk_period * $clk_io_pct] -clock clk0 $non_clock_inputs
set_output_delay [expr $clk_period * $clk_io_pct] -clock clk0 [all_outputs]
==> Changelog: implementation <==
### Physical design

* Outcome: finished, violations left
* Failing checks: setup timing
* Layout cell share with drive strength beyond 1 at 0.611
* Pwr dens at about 200 nW/µm²
* VDD IR-drop max at between 50 and 60 µV
* Largest area contributor in the netlist: fa_1
* WHS Endpoint: S[1]
* DRT iter0 DRCs at 1
* Total length of routed wires at 601 µm
* RD Place Congestion at approximately 0.65
* Clkbuf count at 0
* Clock share of power at 0
* Final min period at 2650 ps
* CP Launch Type: input port
* Max-cap violations at 0
* Min-Delay Path Class: input port to output port
* Cts hold-fix bufs at 0
* FMAX at 377 MHz
* Hold wc startpoint: M
* Yosys cell types at 9
* Post-Syn Area at 188 µm²
* Crit path max fanout at 2
* Overall die width at 80 µm
* Pleak at between 0.15 and 0.2 nW
* Tool warning count at 35
* Post-synth seq share at 0
* Core Region at 3420 µm²
* First-pass GRT wire length at between 900 and 1000 µm
* Fin crit share at 1.11
* Critical Path End Type: output port
* Via count at 160
* PnR worst setup slack at -252 ps
* # setup viols final at 2
* Max_slew headroom at 0.862
* Routed Antenna Nets at 0
* Final HPWL from detailed placement at ~560 µm
* Initial antenna violation count at 0
* DIE HEIGHT at 80 µm
* Port Buf Inserts at 15
* Sequential cells at 0
* Switch Pwr at 0.0254 mW
* Layout area overhead at 121%
* Hold violation count in the final report at 0
* Design area at ~410 µm²
* Syn avg cell area at 8.94 µm²
* Sequential Area at 0 µm²
* Crit Path Class: input port to output port
* Final routed DRC violation total at 0
* Hold WS at 1430 ps
* GRT Resource Usage Total at 0.0181
* Post-DR wirelength/cell at 7.33 µm
* Switch share at 0.310
* Worst EP arrival at 2170 ps
* Top cells by area: fa_1 32%, buf_4 16%, xnor2_1 14%, xnor3_1 12%, inv_1 10%
* YS chip area at approximately 190 µm²
* Vias per cell at 1.95
* Worst-margin pin slew at 206 ps
* Yosys warns at 0
* Hold Path Depth at 4
* Seq pwr share at 0
* Fill cells at 401
* Drt pass-1 iters at 2
* Yosys cell count at 21
* Inserted Diodes at 0
* Number of global-route vias before repair at approximately 180
* Pin count of the biggest net entering global routing at 4
* Die Area at 6400 µm²
* Cell count after synthesis at 21
* Comb pwr share at 1.000
* Internal at 0.0567 mW
* Most frequent cells after synthesis: 5 x inv_1, 4 x buf_4, 3 x fa_1, 3 x xnor2_1, 2 x nand2_1
* Max-slew violation count at 0
* Top-count cell post-synth: inv_1
* Crit path DRT at 1920 ps
* Total global routing overflow at 0
* Placed instance area at 407 µm²
* Share of the synthesized area in the top cell type at 0.320
* Ports at 15
* Floorplan Utilization at 0.0549
* RSZ-0062 raised after global routing: yes
* Cell Rows at 21
## worst max path at each step
stage / to / from / cells after the start / slack (ps)
after CTS: S[3] / M / 9 / -350
after global routing: S[3] / B[0] / 9 / -330
final: S[3] / B[0] / 9 / -250
## per-stage QoR
step / TNS (ps) / instances / setup WS (ps) / util / total power, mW
6_report: -315 / 82 / -252 / 0.121 / 0.0821
5_1_grt: -474 / 82 / -334 / 0.121 / 0.0931
4_1_cts: -527 / 82 / -354 / 0.121 / 0.0841
3_5_place_dp: -4140 / 80 / -1190 / 0.119 / 0.0900
3_3_place_gp: -3960 / 80 / -1150 / 0.119 / 0.0888
2_1_floorplan: -248 / 21 / -238 / - / 0.0530
## worst max-delay path, stage by stage
cell	delay [ps]
buf_8	100
xnor2_4	130
fa_2	320
and2b_2	240
fa_2	200
nand2_2	50
fa_2	510
inv_1	30
buf_2	100
## logic make-up after synthesis
| logic type | Yosys count | synth area share |
|---|---|---|
| simple gates | 3 | 0.0867 |
| xor+xnor | 5 | 0.307 |
| buf+inv | 10 | 0.287 |
| fa+ha+maj | 3 | 0.320 |
## power by group through the flow
| stage | sequential, mW | clock, mW | combinational, mW |
|---|---|---|---|
| CTS | 0 | 0 | 0.0841 |
| finish | 0 | 0 | 0.0821 |
| global route | 0 | 0 | 0.0931 |
## routing by layer
metal / vias up / wire [µm] / share of wire / GRT usage
met3: 0 / 64 / 0.11 / 0.00568
li1: 85 / - / - / -
met2: 8 / 288 / 0.48 / 0.0321
met1: 67 / 248 / 0.41 / 0.0222
met4: 0 / 0 / 0 / 0
met5: - / 0 / 0 / 0
## final cells by class
class	count	area, µm²	share of cell area
multi-input combinational	11	165	0.399
tap	46	57.6	0.139
inverter	5	18.8	0.0453
timing repair buffer	20	173	0.417
## repair_timing
item	CTS	global route
setup buffers	2	0
setup endpoints to repair	5	3
cloned	0	0
resized	36	4
pin swaps	6	6
## cell usage in the layout, fill, tap and decap left out
cell type / instances
xnor3_1: 1
buf_12: 1
fa_2: 3
xnor2_4: 1
clkbuf_2: 1
xor2_1: 1
inv_2: 2
nand2_2: 2
inv_1: 3
and2b_2: 1
clkdlybuf4s50_1: 7
xnor2_1: 2
buf_4: 5
buf_8: 1
buf_2: 5
Power is estimated from default activity; no workload was simulated.
