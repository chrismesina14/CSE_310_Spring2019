File: flow/config.mk
export PLATFORM = sky130hd
export DESIGN_NAME = four_bit_adder_subtracter
export DESIGN_NICKNAME = four_bit_adder_subtracter
export VERILOG_FILES = /design/flow/design.v
export SDC_FILE = /design/flow/constraint.sdc
export NUM_CORES = 4
export LEC_CHECK = 1
export CORE_AREA = 10 10 70 70
export DIE_AREA = 0 0 80 80
File: flow/constraint.sdc
current_design four_bit_adder_subtracter

set clk_period 3.6
set clk_io_pct 0.2

create_clock -name clk0 -period $clk_period

set non_clock_inputs [all_inputs -no_clocks]
set_input_delay [expr $clk_period * $clk_io_pct] -clock clk0 $non_clock_inputs
set_output_delay [expr $clk_period * $clk_io_pct] -clock clk0 [all_outputs]
File: flow/design.v
module HA(
    output C,        
    output S,        
    input a,
    input b
);
    xor(S, a, b);
    and(C, a, b);
endmodule
module FA(output C, output S, input a, input b, input c);
    wire C1, S1, C2, S2;
    HA ha1(C1, S1, a, b);
    HA ha2(C2, S, S1, c);
    or(C, C1, C2);
endmodule
module RCA4(output C4, output[3:0] S, input[3:0] A, B, C, input C0);
    wire C1, C2, C3;     
    FA  fa0(C1, S[0], A[0], B[0], C0),
        fa1(C2, S[1], A[1], B[1], C1),
        fa2(C3, S[2], A[2], B[2], C2),
        fa3(C4, S[3], A[3], B[3], C3);
endmodule
module four_bit_adder_subtracter(output Cout, output [3:0] S, input [3:0] A, B, input M );
   wire C0,C1,C2;   
   wire [3:0] T;    
   xor        X0(T[0], M, B[0]),
              X1(T[1], M, B[1]),
              X2(T[2], M, B[2]),
              X3(T[3], M, B[3]);
   FA         FA0 (C0,  S[0], A[0], T[0], M),
              FA1 (C1,  S[1], A[1], T[1], C0),
              FA2 (C2,  S[2], A[2], T[2], C1),
              FA3 (Cout,S[3], A[3], T[3], C2);
endmodule
File: flow/run.sh
#!/bin/bash
# OpenROAD 26Q1-2900-gdf79404cd8, Yosys 0.63+post, stock flow scripts
make -C /OpenROAD-flow-scripts/flow DESIGN_CONFIG=/design/flow/config.mk WORK_HOME=/design/flow/orfs finish
==> impl_metrics.json <==
{
  "worstSetupEndpointType": "primary output",
  "cp_data_required_time_ns": 2.88,
  "postSynthAreaPerCell_um2": 9.053,
  "drt_iter0_drc": 1,
  "crit_chain": "clkdlybuf4s50_1 > mux2i_1 > fa_2 > fa_1 > inv_1 > fa_1 > dlygate4sd2_1",
  "yosysUniqueCellTypes": 6,
  "warning_count": 32,
  "post-route-period-util": 0.9718,
  "wire_per_inst_um": 6.840,
  "grt_start_max_net_pins": 4,
  "slowest_stage": "clkdlybuf4s50_1",
  "initial_utilization": 0.04506,
  "critPathLaunch": "B[0]",
  "holdPathStages": 3,
  "num_antenna_cells": 0,
  "overflow": 0,
  "mux_area_frac": 0.06504,
  "track_usage": 0.01483,
  "lay_top_count": "clkdlybuf4s50_1",
  "p_leak_uw": 0.0001425,
  "vias": 134,
  "setup_viol": 0,
  "nClkBuffers": 0,
  "xor_area_frac": 0.2276,
  "max_stage_delay_ns": 0.50,
  "ys_cells": 17,
  "report.final.slew_viol_count": 0,
  "routed_wl_um": 513,
  "rsz0062_at_grt": "false",
  "yosys_area_um2": 153.9,
  "port_buffers": 14,
  "layout_min_cycle_time_ns": 3.499,
  "min_path_type": "in -> out",
  "simple_gate_share": 0,
  "register_area_um2": 0,
  "path_max_fanout": 2,
  "die_h_um": 80,
  "worstPathArrival_ns": 2.78,
  "hpwl_um": 507.2,
  "post_cts_buffers": 0,
  "rows": 21,
  "status": "finished, final reports clean",
  "hold_slack_ns": 2.055,
  "logic_area_um2": 107.6,
  "fmax_ghz": 0.2858,
  "core_um2": 3416,
  "fp.dieW_um": 80,
  "crit_type": "in -> out",
  "ys_seq_share": 0,
  "start_kind": "input pin",
  "grt_pass1_vias": 146,
  "ys_sh_adder": 0.3902,
  "max-vdd-ir-drop_v": 0.00004712,
  "drc_errors": 0,
  "drtPass1Iterations": 2,
  "syn_inst": 17,
  "synth-compound-area-share": 0,
  "n_fill_cell": 408,
  "drive_gt1_frac": 0.1034,
  "maxCapViolations": 0,
  "layout_top_cells": "clkdlybuf4s50_1, inv_1",
  "cp-endpoint": "S[3]",
  "slew_headroom": 0.8514,
  "ant_nets": 0,
  "postLayoutCoreUtil": 0.09927,
  "tightest_slew_ns": 0.2212,
  "die_area_um2": 6400,
  "hold_violations": 0,
  "crit_top_cell": "fa_1",
  "synth_warnings": 0,
  "area_growth_pct": 120.3,
  "netlist_area_um2": 153.9,
  "grt_pass1_wl_um": 724,
  "top_logic_kind": "adder cells",
  "p_per_area_nw_per_um2": 150.4,
  "place_congestion": 0.6802,
  "flops": 0,
  "drt-vias-per-instance": 1.787,
  "antenna_found_initial": 0,
  "num_io_pins": 14
}
-- cells in the mapped netlist, drive strengths merged --
cell,n,area (µm²)
xor2,2,17.52
inv,5,18.77
fa,3,60.06
mux2i,1,10.01
buf,4,30.03
xnor2,2,17.52
-- area by class of cell --
type,count,area share
repair buffers,16,0.4576
multi-input cells,8,0.3173
well taps,46,0.1697
inverters,5,0.05535
-- per-stage QoR --
step | cells | cell area [µm²] | TNS, ns | total power (µW) | setup WS (ns)
after floorplan | 17 | 153.9 | 0 | 25.34 | 0.6924
after global placement | 75 | 336.6 | -0.2190 | 53.80 | -0.2190
after detailed placement | 75 | 336.6 | -0.2516 | 54.68 | -0.2516
after CTS | 75 | 334.1 | 0 | 52.05 | 0.01671
after global routing | 75 | 339.1 | 0 | 56.56 | 0.01035
final | 75 | 339.1 | 0 | 51.00 | 0.1014
-- how the worst min path moves through the flow --
stage         from  endpoint  slack (ns)
CTS           A[3]      S[3]        2.35
global route  A[0]      S[0]        2.08
finish        A[0]      S[0]        2.06
-- where the power goes --
group / leakage [µW] / total [µW] / internal, µW / switching [µW]
clock: 0 / 0 / 0 / 0
combinational: 0.000143 / 51.0 / 34.1 / 16.9
sequential: 0 / 0 / 0 / 0
total: 0.000143 / 51.0 / 34.1 / 16.9
-- critical path, delay by kind of cell --
kind	cells	cell delay [ns]
buffers and inverters	3	0.84
adder cells (fa/ha/maj)	3	1.12
multiplexers	1	0.10
-- kinds of logic (layout without fill, tap and decap cells) --
group | Yosys count | count (layout)
mux | 1 | 1
xor+xnor | 4 | 4
fa+ha+maj | 3 | 3
buf+inv | 9 | 21
-- per-layer routing --
| metal | GRT usage | wire [µm] | vias to the layer above |
|---|---|---|---|
| li1 | - | - | 67 |
| met1 | 0.02665 | 319 | 54 |
| met2 | 0.01124 | 106 | 13 |
| met3 | 0.01136 | 86 | 0 |
| met4 | 0 | 0 | 0 |
| met5 | 0 | 0 | - |
-- repair_timing --
action | in CTS | in global routing
gates resized | 2 | 2
pin swaps | 0 | 0
setup endpoints to repair | 2 | 1
hold buffers | 0 | 0
No activity file was given, so power comes from the tool's default toggle rates.
