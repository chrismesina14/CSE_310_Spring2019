==> /design/flow/config.mk <==
export PLATFORM = sky130hd
export DESIGN_NAME = RCA4
export DESIGN_NICKNAME = RCA4
export VERILOG_FILES = /design/flow/design.v
export SDC_FILE = /design/flow/constraint.sdc
export NUM_CORES = 4
export LEC_CHECK = 1
export CORE_AREA = 10 10 70 70
export DIE_AREA = 0 0 80 80
==> /design/flow/constraint.sdc <==
current_design RCA4

set clk_period 3.8
set clk_io_pct 0.2

create_clock -name clk0 -period $clk_period

set non_clock_inputs [all_inputs -no_clocks]
set_input_delay [expr $clk_period * $clk_io_pct] -clock clk0 $non_clock_inputs
set_output_delay [expr $clk_period * $clk_io_pct] -clock clk0 [all_outputs]
==> /design/flow/design.v <==
module HA(
    output C,        
    output S,        
    input a,
    input b
);
    xor(S, a, b);
    and(C, a, b);
endmodule
module FA(output C, output S, input a, input b, input c);
    wire C1, S1, C2, S2;
    HA ha1(C1, S1, a, b);
    HA ha2(C2, S, S1, c);
    or(C, C1, C2);
endmodule
module RCA4(output C4, output[3:0] S, input[3:0] A, B, C, input C0);
    wire C1, C2, C3;     
    FA  fa0(C1, S[0], A[0], B[0], C0),
        fa1(C2, S[1], A[1], B[1], C1),
        fa2(C3, S[2], A[2], B[2], C2),
        fa3(C4, S[3], A[3], B[3], C3);
endmodule
==> /design/flow/run.sh <==
#!/bin/bash
# OpenROAD 26Q1-2900-gdf79404cd8, Yosys 0.63+post, stock flow scripts
make -C /OpenROAD-flow-scripts/flow DESIGN_CONFIG=/design/flow/config.mk WORK_HOME=/design/flow/orfs finish
==> results.tsv <==
metric	value	unit
outcome	complete, no violations	
# DRC	0	
DRT Wirelength	401	um
count of clock buffers in the final design	0	
crit path DRT	3.04	ns
critical path data arrival time	2.93	ns
detailed-route vias per instance	1.70	
post-layout period usage	0.972	
die y size	80	um
CP Capture Type	output pin	
die width	80	um
Internal Power	26.6	uW
Max-slew headroom	0.935	
number of buffers and inverters on the critical path	6	
Fillers	405	
fmax	271	MHz
clock power share	0	
# Cells Yosys	18	
Final WS setup	0.106	ns
IO buf count	14	
Sw Ratio	0.293	
vias in the first global route	135	
DP HPWL	395	um
worst slew pin tran	0.0973	ns
fin crit period	3.69	ns
DR iter-0 viols	0	
Post-Layout Cell Count	74	
sequential-to-total area share from yosys stat	0	
Netlist Area Pre-Place	148	um2
max-cap violations	0	
Post-Synthesis Cells	18	
Cell Chain, Critical Path	dlygate4sd2_1 -> inv_2 -> fa_2 -> inv_2 -> fa_2 -> fa_2 -> inv_2 -> fa_1 -> inv_1 -> clkdlybuf4s50_1	
total negative slack	0	ns
initial antenna violation count	0	
placed instance count	74	
CP max stage delay	0.46	ns
global-route wire length before repair	579	um
fp_density	0.0432	
Fin. Hold Viols	0	
site row count	21	
chip area	0.00640	mm2
worst hold path endpoint	S[0]	
maximum number of pins on one net before global-route repair	2	
Power Density	118	mW/mm2
WL/cell	5.42	um
tally of yosys warning messages	0	
logic area	87.6	um2
utilization after layout	0.0934	
post-synthesis area per instance	8.20	um2
Top-area cell share	0.542	
total gr overflow	0	
unrepaired setup endpoints after global routing	no	
synth top area cells	fa_1 54%, inv_1 25%, buf_4 20%	
sw power	11.1	uW
post-CTS setup repair buffer count	0	
total power	37.7	uW
Worst Hold Depth	5	
top cell type by total area after synthesis	fa_1	
via count	126	
critical path class	input port to output pin	
core area	0.00342	mm2
CP delay by family, top	adder cells	
Reg area	0	um2
Place WS	-0.188	ns
Gate power share	1.000	
count of tool warnings	36	
drt first pass iters	1	
Synth cell types	3	
crit path max fanout	1	
Reg power frac	0	
Yosys Chip Area	148	um2
# IOs	18	
Setup-failing EPs final	0	
# diodes	0	
total global-route track usage	0.0116	
slowest CP cell	clkdlybuf4s50_1	
Hold Path Origin	A[0]	
VDD IR max	0.0321	mV
Post-DRT Antenna Nets	0	
Flops	0	
layout cell share with drive strength beyond 1	0.286	
CP Launch Type	input port	
Final Max Tran Viols	0	
Hold Crit Class	input port to output pin	
static leakage	0.133	nW
stages on the worst setup path	10	
GPL Wtd Cong	0.794	
area delta synth->final	116	%
[cell usage after synthesis, drive strengths merged]
| cell type | n |
|---|---|
| inv | 10 |
| buf | 4 |
| fa | 4 |
[worst max path at each step]
stage,start,to,slack (ns)
4_1_cts,A[0],S[3],0.007
5_1_grt,C0,S[3],0.001
6_report,B[0],S[3],0.11
[cell families after synthesis]
group	after synthesis	share of synthesized area
adders and majority gates	4	0.542
buffers and inverters	14	0.458
[metrics by stage]
step | hold WS [ns] | area (um2)
after floorplan | 1.74 | 148
after global placement | 2.56 | 315
after detailed placement | 2.56 | 315
after CTS | 2.42 | 319
after global routing | 2.43 | 319
final | 2.41 | 319
[per-layer routing]
metal  global-route usage  wire length [um]
met1               0.0187               240
met2               0.0128                71
met3              0.00682                89
met4                    0                 0
met5                    0                 0
[power groups by stage]
stage         logic, mW  clock network [mW]  registers [mW]
CTS              0.0394                   0               0
global route     0.0428                   0               0
finish           0.0377                   0               0
[placed cells by master (no fill, tap or decap), drive strengths merged]
cell type and instances:
inv 10, fa 4, clkdlybuf4s50 11, dlygate4sd2 3
[what timing repair did]
item | CTS | global route
pin swaps | 4 | 4
hold buffers | 0 | 0
gates resized | 11 | 0
setup endpoints to repair | 2 | 1
[layout make-up]
cell class / instances / share of cell area
multi-input cells: 4 / 0.275
well taps: 46 / 0.180
repair buffers: 14 / 0.427
inverters: 10 / 0.118
Power is estimated from default activity; no workload was simulated.
